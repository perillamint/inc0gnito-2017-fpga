==> design.v <==
module top (clk, key, data);
   input clk;
   input [31:0] key;
   output [31:0] data;
   reg [31:0]      buffer;
   always@(posedge clk)
     begin
        if (key == 'h4C6F7452)
          begin
             buffer <= 'h00464C45;
          end
        else
          begin
             buffer <= 'h00000000;
          end
     end  
   assign data = buffer;
endmodule  
==> run.sh <==
#!/bin/bash
# OpenROAD 26Q1-2900-gdf79404cd8, Yosys 0.63+post, stock flow scripts
make -C /OpenROAD-flow-scripts/flow DESIGN_CONFIG=/design/flow/config.mk WORK_HOME=/design/flow/orfs finish
==> config.mk <==
export PLATFORM = sky130hd
export DESIGN_NAME = top
export DESIGN_NICKNAME = top
export VERILOG_FILES = /design/flow/design.v
export SDC_FILE = /design/flow/constraint.sdc
export NUM_CORES = 4
export LEC_CHECK = 1
export CORE_AREA = 10 10 70 70
export DIE_AREA = 0 0 80 80
==> constraint.sdc <==
current_design top

set clk_period 2.1
set clk_io_pct 0.2

create_clock -name clk0 -period $clk_period [get_ports {clk}]

set non_clock_inputs [all_inputs -no_clocks]
set_input_delay [expr $clk_period * $clk_io_pct] -clock clk0 $non_clock_inputs
set_output_delay [expr $clk_period * $clk_io_pct] -clock clk0 [all_outputs]
==> results.json <==
{
  "routed_wl_um": 1340,
  "hold_path.class": "input pin to register",
  "drt-vias-per-instance": 2.67,
  "drt_iter0_drc": 3,
  "p_per_area_nw_per_um2": 127,
  "worstSetupEndpointType": "register",
  "area_growth_pct": 89.4,
  "overflow": 0,
  "top_cell_area_share_pct": 65.5,
  "io_pins": 65,
  "ys.warnings.count": 1,
  "ys_sh_simple_pct": 27.8,
  "grt_max_degree": 10,
  "numSynthFlops": 1,
  "regArea_um2": 20.0,
  "fillers": 390,
  "xor_area_share_pct": 0,
  "initial_core_util_pct": 10.4,
  "setup_violations": 0,
  "rsz0062_at_grt": "no",
  "postSynthSeqShare_pct": 5.63,
  "cts_resized": 0,
  "synthCells": 45,
  "dpl.cell_count": 123,
  "logic_area_um2": 185,
  "synth.mux.area_fraction_pct": 0,
  "n_antenna_cell": 0,
  "compound_area_share_pct": 0,
  "fin_cells": 123,
  "utilization_pct": 19.7,
  "drc": 0,
  "hpwl_um": 1350,
  "firstDrtPassIters": 2,
  "drv_cap": 0,
  "synthTopCellsByArea": "buf_4 (65%), dfxtp_1 (5.6%), nand4_1 (5.3%)",
  "path_max_fanout": 1,
  "whs_path_depth": 3,
  "largest_registers": "buffer: 1 flops",
  "p_leak_nw": 0.264,
  "top_register": "buffer",
  "synthesis.area_um2": 355,
  "layout-drive-gt1-share_pct": 2.60,
  "core_area_um2": 3420,
  "dpl_cell_area_um2": 673,
  "final_cell_area_um2": 673,
  "arrival_ns": 1.43,
  "status": "complete, no violations",
  "synth.distinct_cells": 12,
  "fp-row-count": 21,
  "ir_drop_mv": 0.0314,
  "fin_setup_tns_ns": 0,
  "grt_pass1_wl_um": 1660,
  "first_global_vias": 379,
  "avgSynthCellArea_um2": 7.90,
  "adder_share_pct": 0,
  "yosys_cells": 45,
  "fmax_mhz": 665,
  "routedWlPerCell_um": 10.9,
  "fin_crit_ns": 1.50,
  "die_y_um": 80,
  "timing_hold_violations_final": 0,
  "routed-via-count": 329,
  "synth.comb.largest_family": "buffers and inverters",
  "routabilityCongestion": 0.666,
  "clk_pin_slew_ns": 0,
  "track_usage_pct": 3.17,
  "finalCritPeriodShare_pct": 71.6,
  "antenna_found_initial": 0,
  "holdBufCountCts": 0,
  "post_cts_buffers": 0,
  "netlist.top_cell.by_area": "buf_4",
  "critPathLaunchType": "input pin",
  "fp.dieW_um": 80,
  "crit_type": "input pin to register",
  "port_buffers": 41,
  "ys_area_um2": 355,
  "postRouteAntennaNets": 0,
  "worstPathRequired_ns": 2.03,
  "largest_reg_flops": 1,
  "warning_count": 28,
  "die_area_um2": 6400,
  "drv_slew": 0
}
path summary, 6_finish.rpt:
path,from,to,slack (ns)
min,key[30],buffer[18],1.00
max,key[6],buffer[18],0.60
cell type report:
| type | instances | area share [%] |
|---|---|---|
| multi-input cells | 35 | 27.5 |
| flip-flops and latches | 1 | 2.97 |
| well taps | 46 | 8.55 |
| repair buffers | 41 | 61.0 |
power by group:
| part | total (W) | internal [W] | switching (W) |
|---|---|---|---|
| sequential | 0.0000194 | 0.0000194 | 0.0000000000000326 |
| combinational | 0.0000659 | 0.0000547 | 0.0000112 |
| clock | 0 | 0 | 0 |
synth_stat cells:
| master | number |
|---|---|
| nor4b_1 | 1 |
| nor3_2 | 1 |
| and4b_1 | 1 |
| nor4bb_1 | 1 |
| buf_4 | 31 |
| nand4_1 | 3 |
| and4bb_1 | 1 |
| dfxtp_1 | 1 |
| nor2_1 | 2 |
| nor4_2 | 1 |
| and4_1 | 1 |
| conb_1 | 1 |
placed cells by master (no fill, tap or decap), types with 2 or more instances in the layout:
| master | instances |
|---|---|
| conb_1 | 23 |
| nand4_1 | 3 |
| clkdlybuf4s50_1 | 41 |
| nor2_1 | 2 |
layer usage:
layer	vias to the layer above	share of wire, %	GRT usage [%]
met5	-	0	0
met4	0	0	0
met3	0	13	1.25
met2	28	58	6.98
met1	138	30	2.58
li1	163	-	-
critical path, cell delays in order:
cell and delay [ns]:
clkdlybuf4s50_1 0.44, nor4bb_1 0.27, nand4_1 0.17, nor3_2 0.12
kinds of logic after synthesis:
kind of cell	count (synthesis)
buffers and inverters	31
other	1
flip-flops	1
AND/OR/NAND/NOR	12
per-stage QoR:
step | worst slack, ns | hold WS, ns | power [W]
final | 0.597 | 1.00 | 0.0000853
after global routing | 0.464 | 1.04 | 0.0000909
after CTS | 0.559 | 1.01 | 0.0000872
after detailed placement | 0.559 | 1.01 | 0.0000870
after global placement | 0.587 | 1.00 | 0.0000868
after floorplan | 1.11 | 0.573 | 0.0000547
Power is estimated from default activity; no workload was simulated.
